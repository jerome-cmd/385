==> ./design.v <==
module StateMachine (input logic Clk, ClearA_LoadB, collision,
                output logic [7:0] keycode2);
	enum logic [5:0] {A, B, C, D, E, F, G, H, I, J, K, L, M, N, O, P, Q, R, S, T, AA, BB, CC, DD, EE, FF, GG, HH, II, JJ, KK, LL, MM, NN, OO, PP, QQ, RR, SS, TT, AAA, BA, CA, DA, EA, FA, GA, HA, IA, JA, KA, LA, MA, NA, OA, PA, QA, RA, SA, TA} curr_state, next_state;  
		always_ff @ (posedge Clk) 
		begin
				if (ClearA_LoadB) begin
					curr_state <= A;	
				end else begin
					curr_state <= next_state;
		end 
		end
	   always_comb
		begin
				next_state = curr_state; 
				keycode2 = 8'h50;	
				unique case (curr_state)
				A :    next_state = B;
            B :    next_state = C;
            C :    next_state = D;
            D :    next_state = E;
            E :    next_state = F;
				F :    next_state = G;
				G :    next_state = H;
				H :    next_state = I;
				I :    next_state = J;
				J : 	 next_state = K;
				K : 	 next_state = L;
				L : 	 next_state = M;
				M : 	 next_state = N;
				N : 	 next_state = O;
				O : 	 next_state = P;
				P : 	 next_state = Q;
				Q : 	 next_state = R;
				R : 	 next_state = S;
            S :    next_state = T;
				T:     next_state = AA;
				AA: 	next_state = BB;
				BB:	next_state = CC;
				CC:		next_state = DD;
				DD:		next_state = EE;
				EE:		next_state = FF;
				FF:		next_state = GG;
				GG:		next_state = HH;
				HH:		next_state = II;
				II:		next_state = JJ;
				JJ:		next_state = KK;
				KK:		next_state = LL;
				LL:		next_state = MM;
				MM:		next_state = NN;
				NN:		next_state = OO;
				OO:		next_state = PP;
				PP:		next_state = QQ;
				QQ:		next_state = RR;
				RR:		next_state = SS;
				SS:		next_state = TT;
				TT:		next_state = AAA;
				AAA:		next_state = BA;
				BA:		next_state = CA;
				CA:		next_state = DA;
				DA:		next_state = EA;
				EA:		next_state = FA;
				FA:		next_state = GA;
				GA:		next_state = HA;
				HA:		next_state = IA;
				IA:		next_state = JA;
				JA:		next_state = KA;
				KA:		next_state = LA;
				LA:		next_state = MA;
				MA:		next_state = NA;
				NA:		next_state = OA;
				OA:		next_state = PA;
				PA:		next_state = QA;
				QA:		next_state = RA;
				RA:		next_state = SA;
				SA:		next_state = TA;
				TA: 		next_state = A;
				endcase
				case (curr_state)
						A: 
							begin
									if(collision == 1'b0) begin
									keycode2 = 8'h4f;
									end
									else begin
									keycode2 = 8'h00;
									end
							end
						B: 
							begin
									if(collision == 1'b0) begin
									keycode2 = 8'h4f;
									end
									else begin
									keycode2 = 8'h00;
									end
							end
						C:
							begin
									if(collision == 1'b0) begin
									keycode2 = 8'h4f;
									end
									else begin
									keycode2 = 8'h00;
									end
							end
						D:
							begin
									if(collision == 1'b0) begin
									keycode2 = 8'h4f;
									end
									else begin
									keycode2 = 8'h00;
									end
							end
						E: 
							begin
									if(collision == 1'b0) begin
									keycode2 = 8'h4f;
									end
									else begin
									keycode2 = 8'h00;
									end
							end
						F:
							begin
									if(collision == 1'b0) begin
									keycode2 = 8'h4f;
									end
									else begin
									keycode2 = 8'h00;
									end
							end
						G:
							begin
									if(collision == 1'b0) begin
									keycode2 = 8'h4f;
									end
									else begin
									keycode2 = 8'h00;
									end
							end
						H: 
							begin
									if(collision == 1'b0) begin
									keycode2 = 8'h4f;
									end
									else begin
									keycode2 = 8'h00;
									end
							end
						I:
							begin
									if(collision == 1'b0) begin
									keycode2 = 8'h4f;
									end
									else begin
									keycode2 = 8'h00;
									end
							end
						J:
							begin
									if(collision == 1'b0) begin
									keycode2 = 8'h4f;
									end
									else begin
									keycode2 = 8'h00;
									end
							end
						K:
							begin
									if(collision == 1'b0) begin
									keycode2 = 8'h4f;
									end
									else begin
									keycode2 = 8'h00;
									end
							end	
						L:
							begin
									if(collision == 1'b0) begin
									keycode2 = 8'h4f;
									end
									else begin
									keycode2 = 8'h00;
									end
							end
						M:
							begin
									if(collision == 1'b0) begin
									keycode2 = 8'h4f;
									end
									else begin
									keycode2 = 8'h00;
									end
							end	
						N:
							begin
									if(collision == 1'b0) begin
									keycode2 = 8'h4f;
									end
									else begin
									keycode2 = 8'h00;
									end
							end
						O:
							begin
									if(collision == 1'b0) begin
									keycode2 = 8'h4f;
									end
									else begin
									keycode2 = 8'h00;
									end
							end
						P:
							begin
									if(collision == 1'b0) begin
									keycode2 = 8'h4f;
									end
									else begin
									keycode2 = 8'h00;
									end
							end
						Q:
							begin
									if(collision == 1'b0) begin
									keycode2 = 8'h4f;
									end
									else begin
									keycode2 = 8'h00;
									end
							end
						R:
							begin
									if(collision == 1'b0) begin
									keycode2 = 8'h4f;
									end
									else begin
									keycode2 = 8'h00;
									end
							end
						S:
							begin
									if(collision == 1'b0) begin
									keycode2 = 8'h4f;
									end
									else begin
									keycode2 = 8'h00;
									end
							end
						T:
						begin
									if(collision == 1'b0) begin
									keycode2 = 8'h4f;
									end
									else begin
									keycode2 = 8'h00;
									end
							end
	AA: 
							begin
									if(collision == 1'b0) begin
									keycode2 = 8'h4f;
									end
									else begin
									keycode2 = 8'h00;
									end
							end
						BB: 
							begin
									if(collision == 1'b0) begin
									keycode2 = 8'h4f;
									end
									else begin
									keycode2 = 8'h00;
									end
							end
						CC:
							begin
									if(collision == 1'b0) begin
									keycode2 = 8'h4f;
									end
									else begin
									keycode2 = 8'h00;
									end
							end
						DD:
							begin
									if(collision == 1'b0) begin
									keycode2 = 8'h4f;
									end
									else begin
									keycode2 = 8'h00;
									end
							end
						EE: 
							begin
									if(collision == 1'b0) begin
									keycode2 = 8'h4f;
									end
									else begin
									keycode2 = 8'h00;
									end
							end
						FF:
							begin
									if(collision == 1'b0) begin
									keycode2 = 8'h4f;
									end
									else begin
									keycode2 = 8'h00;
									end
							end
						GG:
							begin
									if(collision == 1'b0) begin
									keycode2 = 8'h4f;
									end
									else begin
									keycode2 = 8'h00;
									end
							end
						HH: 
							begin
									if(collision == 1'b0) begin
									keycode2 = 8'h4f;
									end
									else begin
									keycode2 = 8'h00;
									end
							end
						II:
							begin
									if(collision == 1'b0) begin
									keycode2 = 8'h4f;
									end
									else begin
									keycode2 = 8'h00;
									end
							end
						JJ:
							begin
									if(collision == 1'b0) begin
									keycode2 = 8'h4f;
									end
									else begin
									keycode2 = 8'h00;
									end
							end
						KK:
							begin
									if(collision == 1'b0) begin
									keycode2 = 8'h4f;
									end
									else begin
									keycode2 = 8'h00;
									end
							end	
						LL:
							begin
									if(collision == 1'b0) begin
									keycode2 = 8'h4f;
									end
									else begin
									keycode2 = 8'h00;
									end
							end
						MM:
							begin
									if(collision == 1'b0) begin
									keycode2 = 8'h4f;
									end
									else begin
									keycode2 = 8'h00;
									end
							end	
						NN:
							begin
									if(collision == 1'b0) begin
									keycode2 = 8'h4f;
									end
									else begin
									keycode2 = 8'h00;
									end
							end
						OO:
							begin
									if(collision == 1'b0) begin
									keycode2 = 8'h4f;
									end
									else begin
									keycode2 = 8'h00;
									end
							end
						PP:
							begin
									if(collision == 1'b0) begin
									keycode2 = 8'h4f;
									end
									else begin
									keycode2 = 8'h00;
									end
							end
						QQ:
							begin
									if(collision == 1'b0) begin
									keycode2 = 8'h51;
									end
									else begin
									keycode2 = 8'h00;
									end
							end
						RR:
							begin
									if(collision == 1'b0) begin
									keycode2 = 8'h51;
									end
									else begin
									keycode2 = 8'h00;
									end
							end
						SS:
							begin
									if(collision == 1'b0) begin
									keycode2 = 8'h51;
									end
									else begin
									keycode2 = 8'h00;
									end
							end
						TT:
						begin
									if(collision == 1'b0) begin
									keycode2 = 8'h51;
									end
									else begin
									keycode2 = 8'h00;
									end
							end
AAA: 
							begin
									if(collision == 1'b0) begin
									keycode2 = 8'h52;
									end
									else begin
									keycode2 = 8'h00;
									end
							end
						BA: 
							begin
									if(collision == 1'b0) begin
									keycode2 = 8'h52;
									end
									else begin
									keycode2 = 8'h00;
									end
							end
						CA:
							begin
									if(collision == 1'b0) begin
									keycode2 = 8'h52;
									end
									else begin
									keycode2 = 8'h00;
									end
							end
						DA:
							begin
									if(collision == 1'b0) begin
									keycode2 = 8'h52;
									end
									else begin
									keycode2 = 8'h00;
									end
							end
						EA: 
							begin
									if(collision == 1'b0) begin
									keycode2 = 8'h52;
									end
									else begin
									keycode2 = 8'h00;
									end
							end
						FA:
							begin
									if(collision == 1'b0) begin
									keycode2 = 8'h52;
									end
									else begin
									keycode2 = 8'h00;
									end
							end
						GA:
							begin
									if(collision == 1'b0) begin
									keycode2 = 8'h52;
									end
									else begin
									keycode2 = 8'h00;
									end
							end
						HA: 
							begin
									if(collision == 1'b0) begin
									keycode2 = 8'h52;
									end
									else begin
									keycode2 = 8'h00;
									end
							end
						IA:
							begin
									if(collision == 1'b0) begin
									keycode2 = 8'h52;
									end
									else begin
									keycode2 = 8'h00;
									end
							end
						JA:
							begin
									if(collision == 1'b0) begin
									keycode2 = 8'h52;
									end
									else begin
									keycode2 = 8'h00;
									end
							end
						KA:
							begin
									if(collision == 1'b0) begin
									keycode2 = 8'h52;
									end
									else begin
									keycode2 = 8'h00;
									end
							end	
						LA:
							begin
									if(collision == 1'b0) begin
									keycode2 = 8'h52;
									end
									else begin
									keycode2 = 8'h00;
									end
							end
						MA:
							begin
									if(collision == 1'b0) begin
									keycode2 = 8'h52;
									end
									else begin
									keycode2 = 8'h00;
									end
							end	
						NA:
							begin
									if(collision == 1'b0) begin
									keycode2 = 8'h52;
									end
									else begin
									keycode2 = 8'h00;
									end
							end
						OA:
							begin
									if(collision == 1'b0) begin
									keycode2 = 8'h52;
									end
									else begin
									keycode2 = 8'h00;
									end
							end
						PA:
							begin
									if(collision == 1'b0) begin
									keycode2 = 8'h52;
									end
									else begin
									keycode2 = 8'h00;
									end
							end
						QA:
							begin
									if(collision == 1'b0) begin
									keycode2 = 8'h52;
									end
									else begin
									keycode2 = 8'h00;
									end
							end
						RA:
							begin
									if(collision == 1'b0) begin
									keycode2 = 8'h52;
									end
									else begin
									keycode2 = 8'h00;
									end
							end
						SA:
							begin
									if(collision == 1'b0) begin
									keycode2 = 8'h52;
									end
									else begin
									keycode2 = 8'h00;
									end
							end
						TA:
						begin
									if(collision == 1'b0) begin
									keycode2 = 8'h52;
									end
									else begin
									keycode2 = 8'h00;
									end
							end
							default:
							keycode2 = 8'h50;
				endcase
		end
endmodule
==> ./run.sh <==
#!/bin/bash
# OpenROAD 26Q1-2900-gdf79404cd8, Yosys 0.63+post, stock flow scripts
make -C /OpenROAD-flow-scripts/flow DESIGN_CONFIG=/design/flow/config.mk WORK_HOME=/design/flow/orfs finish
==> ./config.mk <==
export PLATFORM = sky130hd
export DESIGN_NAME = StateMachine
export DESIGN_NICKNAME = StateMachine
export VERILOG_FILES = /design/flow/design.v
export SDC_FILE = /design/flow/constraint.sdc
export NUM_CORES = 4
export LEC_CHECK = 1
export CORE_AREA = 10 10 70 70
export DIE_AREA = 0 0 80 80
==> ./constraint.sdc <==
current_design StateMachine

set clk_period 1.9
set clk_io_pct 0.2

create_clock -name clk0 -period $clk_period [get_ports {Clk}]

set non_clock_inputs [all_inputs -no_clocks]
set_input_delay [expr $clk_period * $clk_io_pct] -clock clk0 $non_clock_inputs
set_output_delay [expr $clk_period * $clk_io_pct] -clock clk0 [all_outputs]
==> highlights.md <==
- area share of the largest cell type after synthesis: 25.8%
- Commonest cells post-synth: sky130_fd_sc_hd__dfxtp_1, sky130_fd_sc_hd__ha_1, sky130_fd_sc_hd__buf_4
- GRT Overall Usage: 3.87%
- cell area after synthesis: 465 um2
- number of antenna violations at the first check in global routing: 0
- final period utilization: 102%
- maximum number of buffers from clock root to sink: 2
- Initial Utilization: 13.6%
- count of pins on the block boundary: 11
- Core ar.: 0.00342 mm2
- post-CTS clock slew at the launch and capture registers of the worst setup and hold paths: 50 ps
- most frequent cell after synthesis: sky130_fd_sc_hd__dfxtp_1
- slowest stage delay, CP: 520 ps
- Area Overhead vs Synth: 60.8%
- buffers and inverters on the worst path: 2
- count of maximum capacitance violations: 0
- floorplan row count: 21
- sink count of the clock tree: 6
- Metal-1 WL: 510 um
- level count of the clock H-tree: 1
- Finished Layout Cells: 114
- maximum VDD drop: 0.000244 V
- CP max FO: 4
- pin count of the biggest net entering global routing: 12
- min setup slack post-route: -35.8 ps
- grt ovf: 0
- count of state elements after synthesis: 6
- half-perimeter wire length of the detailed placement result: 799 um
- ordered list of cells on the worst path: inv_4 -> ha_4 -> or4_4 -> o221ai_2 -> buf_2
- insertion delay of the later-clocked pin in the worst-skew pair: 240 ps
- number of global-route vias before repair: 438
- final instance area: 748 um2
- Power, Total: 385 uW
- count of library flops with an enable pin: 0
- Gate Area: 384 um2
- register with the most flip-flops: curr_state
- # placed instances: 108
- Seq share, synth: 25.8%
- classification of the worst-slack hold path: reg -> reg
- Die Span X: 80 um
- highest routed metal layer: met4
- number of hold buffers added after CTS: 0
- registers with the highest flip-flop counts: curr_state: 6 flops
- DR vias: 450
- average wire length per cell after detail routing: 10.3 um
- arrival time of the worst setup path: 1560 ps
- Critical Path End Type: primary output
- final worst path period need: 1940 ps
- count of unique library cells instantiated by Yosys: 31
- antenna violation net count after detailed routing: 0
- DP Area: 622 um2
- Setup Viol. Count Final: 2
- fraction of final layout cells sized beyond drive strength 1: 52.9%
- areal power density over the cells: 515 mW/mm2
- f_max: 517 MHz
- chip area estimate from yosys synthesis: 465 um2
- full die area: 0.00640 mm2
- post-synthesis instance total: 52
- gate family responsible for the most delay along the worst path: simple AND/OR/NAND/NOR gates
- routed length on met3: 63 um
- number of standard cells reported by yosys: 52
- most area-hungry cell type in the Yosys netlist: sky130_fd_sc_hd__dfxtp_1
- count of buffers inserted at the top-level ports: 8
- clock root buffer: sky130_fd_sc_hd__clkbuf_4
- length of the first detailed-routing pass in iterations: 2
- drt initial violations: 7
- startpoint type of the worst setup path: flip-flop
- final number of hold-violating endpoints: 0
- clock tree skew after final layout: 2.93 ps
- Max Slew Vio Count: 0
- unrepaired setup endpoints after global routing: yes
- warning total across the stage logs: 31
- Top area cell types: sky130_fd_sc_hd__dfxtp_1, sky130_fd_sc_hd__ha_1, sky130_fd_sc_hd__buf_4
- most instantiated flip-flop cell in the synthesis netlist: sky130_fd_sc_hd__dfxtp_1
- Filler Cell Count: 374
- DRC Markers: 0
- reported leakage power: 0.292 nW
- CP required: 1520 ps
- detailed-routed wire length on met2: 586 um
- sequential cell area: 128 um2
- Final GP Congestion: 0.719
- tally of yosys warning messages: 1
- category of the critical setup timing path: reg -> out
- number of buffers created by CTS: 3
- violated checks: negative setup slack
- Die Y-Extent: 80 um
- number of flip-flops under the largest register name: 6
- outcome: complete, but fails checks
- post-synthesis area per instance: 8.95 um2
- Slowest-stage cell, CP: sky130_fd_sc_hd__or4_4
- first-pass GRT wire length: 2070 um
- TritonCTS clock tree: yes
- final WL: 1170 um
- antenna diode count: 0
- ys async rst share: 0%
- Via-to-Cell Ratio: 3.95
==> final timing paths <==
kind,from,endpoint,slack (ps),cells past startpoint
setup / recovery,curr_state[0],keycode2[4],-40,5
hold / removal,curr_state[0],curr_state[0],480,1
setup reg to reg,curr_state[0],curr_state[2],580,4
hold reg to reg,curr_state[0],curr_state[0],480,1
==> cells in the final DEF (no fill, tap or decap), types with 3 or more instances in the layout <==
cell type | Yosys | final
sky130_fd_sc_hd__nor2_1 | 3 | 3
sky130_fd_sc_hd__buf_4 | 4 | 8
sky130_fd_sc_hd__buf_6 | 0 | 3
sky130_fd_sc_hd__buf_2 | 3 | 6
sky130_fd_sc_hd__dfxtp_1 | 6 | 4
sky130_fd_sc_hd__ha_4 | 0 | 4
sky130_fd_sc_hd__clkbuf_4 | 0 | 3
==> what timing repair did <==
action,in CTS,in global routing
buffers inserted,3,0
endpoints found under the setup margin,6,6
endpoints found under the hold margin,0,0
pin swaps,7,3
resized,41,2
==> area by class of cell <==
type / instances / share of cell area (%)
Clock buffer: 3 / 3.01
Inverter: 2 / 1.67
Multi-Input combinational cell: 38 / 51.3
Sequential cell: 6 / 17.1
Tap cell: 46 / 7.69
Timing Repair Buffer: 19 / 19.2
==> kinds of logic after synthesis <==
| kind of cell | Yosys count | synth area share [%] |
|---|---|---|
| xor gates and xnor gates | 1 | 1.88 |
| buffers and inverters | 9 | 11.3 |
| other | 1 | 0.806 |
| AOI/OAI and AO/OA | 12 | 22.3 |
| DFF | 6 | 25.8 |
| and+or+nand+nor | 18 | 24.5 |
| adders and majority gates | 5 | 13.4 |
==> stage by stage <==
stage | worst slack, ps | setup TNS, ps | hold slack, ps | utilization [%]
finish | -35.8 | -56.9 | 481 | 21.9
global route | -101 | -296 | 492 | 21.9
CTS | -39.1 | -91.4 | 482 | 21.6
detailed placement | -241 | -1060 | 467 | 18.2
global placement | -204 | -893 | 445 | 18.2
floorplan | 283 | 0 | 447 | -
==> metal layers <==
layer	GRT usage [%]	vias up
li1	-	222
met1	4.66	217
met2	6.26	9
met3	1.82	2
met4	0.528	0
met5	0	-
==> where the power goes <==
part           internal [mW]  switching, mW  total [mW]
Clock                 0.0716         0.0483       0.120
Sequential             0.132         0.0102       0.142
Combinational         0.0744         0.0492       0.124
Total                  0.278          0.108       0.385
Power is estimated from default activity; no workload was simulated.
