$ cat design.v
module OrientationStateMachine (input logic Clk, ClearA_LoadB, 
							input [7:0] keycode,
                output logic [1:0] orientation);
	enum logic [4:0] {Left, Right, Down, Up} curr_state, next_state;  
		always_ff @ (posedge Clk) 
		begin
				if (ClearA_LoadB) begin
					curr_state <= Left;	
				end else begin
					curr_state <= next_state;
		end 
		end
	   always_comb
		begin
				next_state = curr_state; 
				orientation = 2'b00;
				unique case (curr_state)
				Left :   if(keycode == 8'h04) begin
								next_state = Left;
								end
							else if(keycode == 8'h07) begin
								next_state = Right;
							end
							else if(keycode == 8'h16) begin
								next_state = Down;
							end
							else if(keycode == 8'h1A) begin
								next_state = Up;
							end
            Right :  if(keycode == 8'h04) begin
								next_state = Left;
								end
							else if(keycode == 8'h07) begin
								next_state = Right;
							end
							else if(keycode == 8'h16) begin
								next_state = Down;
							end
							else if(keycode == 8'h1A) begin
								next_state = Up;
							end
            Down :   if(keycode == 8'h04) begin
								next_state = Left;
								end
							else if(keycode == 8'h07) begin
								next_state = Right;
							end
							else if(keycode == 8'h16) begin
								next_state = Down;
							end
							else if(keycode == 8'h1A) begin
								next_state = Up;
							end
            Up :   if(keycode == 8'h04) begin
								next_state = Left;
								end
							else if(keycode == 8'h07) begin
								next_state = Right;
							end
							else if(keycode == 8'h16) begin
								next_state = Down;
							end
							else if(keycode == 8'h1A) begin
								next_state = Up;
							end
				endcase
				case (curr_state)
						Left: 
							begin
									orientation = 2'b00;
							end
						Right: 
							begin
									orientation = 2'b01;
							end
						Down:
							begin
									orientation = 2'b10;
							end
						Up:
							begin
									orientation = 2'b11;
							end
				endcase
		end
endmodule
$ cat run.sh
#!/bin/bash
# OpenROAD 26Q1-2900-gdf79404cd8, Yosys 0.63+post, stock flow scripts
make -C /OpenROAD-flow-scripts/flow DESIGN_CONFIG=/design/flow/config.mk WORK_HOME=/design/flow/orfs finish
$ cat config.mk
export PLATFORM = sky130hd
export DESIGN_NAME = OrientationStateMachine
export DESIGN_NICKNAME = OrientationStateMachine
export VERILOG_FILES = /design/flow/design.v
export SDC_FILE = /design/flow/constraint.sdc
export NUM_CORES = 4
export LEC_CHECK = 1
export CORE_AREA = 10 10 70 70
export DIE_AREA = 0 0 80 80
$ cat constraint.sdc
current_design OrientationStateMachine

set clk_period 1.6
set clk_io_pct 0.2

create_clock -name clk0 -period $clk_period [get_ports {Clk}]

set non_clock_inputs [all_inputs -no_clocks]
set_input_delay [expr $clk_period * $clk_io_pct] -clock clk0 $non_clock_inputs
set_output_delay [expr $clk_period * $clk_io_pct] -clock clk0 [all_outputs]
==> summary.txt <==
fresh numbers from the pnr run: core area 0.00342 mm^2, Die Height 80 um, Syn Std Cell Area 195 um^2, Worst R2R Path Depth 1, Max clock buf depth 2, Yosys chip area 195 um^2, setup violators final 0, Max transition margin 0.840, Die Size 0.00640 mm^2, Least-Margin Pin Slew 0.238 ns, OpenROAD warning count 25, PD cells 636 mW/mm^2, max FFs per register 3, setup total negative slack 0 ns, most frequent logic cell in the layout clkdlybuf4s50_1, post-synth cell types 16, CTS H-Tree Depth 1, TritonCTS buffer count 3, Clock transition at path regs 0.04 ns, final setup margin 0.112 ns, flop2flop setup slack 0.96 ns, Cells after Synth 22, WHS Endpoint curr_state[3]$_DFF_P_, Setup crit end kind output pin, fraction of registers with async set/reset 0, Power Total 249 uW, total track usage 0.0217, Reg with most FFs curr_state, HP Class register to register, Root Buffer clkbuf_4, Setup CP Type register to output pin, Synth warnings 1, hold depth 2, DRC violations left 0, RR Startpoint curr_state[1]$_DFF_P_, min cycle time layout 1.49 ns, WL per Instance 7.23 um, RSZ-0062 raised after global routing false, syn_area_per_cell 8.87 um^2, DRT Pass-1 Iters 2, xor+xnor area frac 0.0449, Latency at later pin 0.23 ns, DR vias 214, gpl congestion 0.728, I/O Buffers 11, Post-synth seq share 0.308, final WL 600 um, RR Endpoint curr_state[1]$_DFF_P_, Adder-Cell Fraction of Synth Area 0, Layout area overhead 101%, number of DRC markers in iteration 0 3, Max Clock Skew 0 ns, Cells after DPL 79, Final ANT Viol Nets 0, Largest regs curr_state x3, GR Overflow Total 0, WP data arrival 1.17 ns, Critical Path RT 1.28 ns, CP startpoint kind register, Ports 12, # rows 21, yosys cell count 22, main flop type dfxtp_1, fraction of layout cells with a size suffix above 1 0.216, largest net degree at the start of global routing 5, pins over their slew limit 0, maximum VDD drop 0.175 mV, Die Wd 80 um, FP Util 0.0571, Mux area share 0, Fin. Hold Viols 0, CTS Hold Buffers Added 0, post-DR vias/cell 2.58, worst slack at placement -0.000877 ns, worst-path maximum fanout 2, Top Layout Cells 10 x clkdlybuf4s50_1, 3 x clkbuf_4, 3 x dfxtp_1, Top logic family simple AND/OR/NAND/NOR gates, Sink Count 3, vias in the first global route 256, CTS tree done, P_leak 0.000168 uW, Synth Register Bits 3, max cap viols 0, initial antenna violation count 0, first-pass GRT wire length 1.08 mm, Simple Share, Synth 0.391, Synth Area in Compound Gates 0.237, Max Clock Freq 672 MHz, number of synthesized flops with an enable pin 0, status finished clean, final cell count without fillers 83, Diodes inserted 0, Tcrit/Tclk final 0.930, Hold Crit Start curr_state[3]$_DFF_P_
[worst max-delay path by stage]
stage                     start             end  slack [ns]
6_report  curr_state[2]$_DFF_P_  orientation[0]        0.11
5_1_grt   curr_state[2]$_DFF_P_  orientation[0]        0.05
4_1_cts   curr_state[1]$_DFF_P_  orientation[1]        0.01
[where the power goes]
part | internal, uW | leakage [uW] | switching, uW
logic | 28.3 | 0.000129 | 14.1
registers | 75.5 | 0.0000242 | 0.150
clock network | 93.4 | 0.0000150 | 37.7
total | 197 | 0.000168 | 52.0
[layer usage]
metal,GRT usage,part of all wire,up-vias
met2,0.0257,0.32,13
li1,-,-,111
met5,0,0,-
met3,0.0239,0.19,0
met1,0.0259,0.50,90
met4,0.00352,0,0
[cells in the mapped netlist, types with 2 or more instances]
library cell | instances | share of area
and2b_1 | 2 | 0.077
nor3_1 | 2 | 0.051
nor2b_1 | 2 | 0.064
a32o_2 | 2 | 0.12
dfxtp_1 | 3 | 0.31
[critical path, cell delays in order (launching register included)]
cell and delay [ns]:
dfxtp_1 0.30, or2_1 0.22, clkdlybuf4s50_1 0.41
[cell families after synthesis]
| kind of cell | count (synthesis) |
|---|---|
| XOR/XNOR | 1 |
| flip-flops | 3 |
| buffers and inverters | 1 |
| AND-OR/OR-AND | 5 |
| AND/OR/NAND/NOR | 12 |
[layout make-up]
class,count,area [um^2]
fillers,415,3020
multi-input cells,18,131
repair buffers,11,113
flip-flops and latches,3,60.1
well taps,46,57.6
clock buffers,4,26.3
inverters,1,3.75
[per-stage QoR]
stage,cell area [um^2],utilization,hold WS (ns)
CTS,389,0.114,0.461
floorplan,195,-,0.427
global route,392,0.115,0.476
finish,392,0.115,0.456
detailed placement,363,0.106,0.455
global placement,363,0.106,0.439
[timing repair]
action                                  4_1_cts  5_1_grt
endpoints found under the setup margin        0        1
hold endpoints to repair                      0        0
buffers inserted                              0        0
gates resized                                 0        1
No activity file was given, so power comes from the tool's default toggle rates.
